--- flow/config.mk ---
export PLATFORM = sky130hd
export DESIGN_NAME = top
export DESIGN_NICKNAME = top
export VERILOG_FILES = /design/flow/design.v
export SDC_FILE = /design/flow/constraint.sdc
export NUM_CORES = 4
export LEC_CHECK = 1
export CORE_AREA = 10 10 107 107
export DIE_AREA = 0 0 117 117
--- flow/constraint.sdc ---
current_design top

set clk_period 2.9
set clk_io_pct 0.2

create_clock -name clk0 -period $clk_period [get_ports {clk}]

set non_clock_inputs [all_inputs -no_clocks]
set_input_delay [expr $clk_period * $clk_io_pct] -clock clk0 $non_clock_inputs
set_output_delay [expr $clk_period * $clk_io_pct] -clock clk0 [all_outputs]
--- flow/design.v ---
`timescale 1ns / 1ps
module top (
    input clk,              
    input rst_n,            
    input async_in,         
    input mode,             
    output [6:0] out1,      
    output [6:0] out2       
);
    wire out_init, sync_out, tick;
    wire [7:0] count_out;
    synchronizer u_sync (
        .clk(clk),
        .rst_n(rst_n),
        .async_in(async_in),
        .out_init(out_init),
        .sync_out(sync_out)
    );
    timer u_timer (
        .clk(clk),
        .rst_n(rst_n),
        .timer_enb(sync_out),
        .tick(tick)
    );
    upcounter u_counter (
        .clk(clk),
        .rst_n(rst_n),
        .ce(tick),
        .out_init(out_init),
        .cout(count_out)
    );
    seg_display u_seg1 (
        .clk(clk),
        .rst_n(rst_n),
        .mode(mode),
        .in(count_out[3:0]),    
        .out(out1)
    );
    seg_display u_seg2 (
        .clk(clk),
        .rst_n(rst_n),
        .mode(mode),
        .in(count_out[7:4]),    
        .out(out2)
    );
endmodule
module decimal_counter (
    input clk,
    input rst_n,
    input flag,       
    input ce,         
    input load,       
    input [3:0] din,  
    output reg [3:0] q,
    output reg carry  
);
always @(posedge clk or negedge rst_n) begin
    if (!rst_n) begin
        q <= 4'd0;
        carry <= 1'b0;
    end else if (load) begin
        q <= din;
        carry <= 1'b0;
    end else if (ce) begin
        if (flag) begin  
            if (q == 4'd9) begin
                q <= 4'd0;
                carry <= 1'b1;
            end else begin
                q <= q + 1;
                carry <= 1'b0;
            end
        end else begin  
            if (q == 4'd0) begin
                q <= 4'd9;
                carry <= 1'b1;
            end else begin
                q <= q - 1;
                carry <= 1'b0;
            end
        end
    end
end
endmodule
module seg_display (
    input clk,
    input rst_n,
    input mode,          
    input [3:0] in,      
    output reg [6:0] out  
);
    reg [6:0] seg_value;
    always @(posedge clk or negedge rst_n) begin
        if (!rst_n)
            seg_value <= 7'b0000000;
        else begin
            case (in)
                4'h0: seg_value <= 7'b0111111;
                4'h1: seg_value <= 7'b0000110;
                4'h2: seg_value <= 7'b1011011;
                4'h3: seg_value <= 7'b1001111;
                4'h4: seg_value <= 7'b1100110;
                4'h5: seg_value <= 7'b1101101;
                4'h6: seg_value <= 7'b1111101;
                4'h7: seg_value <= 7'b0000111;
                4'h8: seg_value <= 7'b1111111;
                4'h9: seg_value <= 7'b1101111;
                4'hA: seg_value <= 7'b1110111;
                4'hB: seg_value <= 7'b1111100;
                4'hC: seg_value <= 7'b0111001;
                4'hD: seg_value <= 7'b1011110;
                4'hE: seg_value <= 7'b1111001;
                4'hF: seg_value <= 7'b1110001;
                default: seg_value <= 7'b0000000;
            endcase
        end
    end
    always @(*) begin
        if (mode)
            out = seg_value;        
        else
            out = ~seg_value;       
    end
endmodule
module synchronizer (
    input wire clk,          
    input wire rst_n,        
    input wire async_in,     
    output reg out_init,     
    output reg sync_out      
);
    reg sync_ff1, sync_ff2;
    reg prev_state;
    always @(posedge clk or negedge rst_n) begin
        if (!rst_n) begin
            sync_ff1 <= 1'b0;
            sync_ff2 <= 1'b0;
        end else begin
            sync_ff1 <= async_in;
            sync_ff2 <= sync_ff1;
        end
    end
    always @(posedge clk or negedge rst_n) begin
        if (!rst_n)
            prev_state <= 1'b0;
        else
            prev_state <= sync_ff2;
    end
    wire rising_edge  =  sync_ff2 & ~prev_state;   
    wire falling_edge = ~sync_ff2 &  prev_state;   
    always @(posedge clk or negedge rst_n) begin
        if (!rst_n) begin
            sync_out  <= 1'b0;
            out_init  <= 1'b0;
        end else begin
            out_init <= 1'b0;   
            if (rising_edge) begin
                sync_out <= 1'b1;   
                out_init <= 1'b1;   
            end else if (falling_edge) begin
                sync_out <= 1'b0;   
            end
        end
    end
endmodule
module timer (
  input clk,
  input rst_n,
  input timer_enb,
  output reg tick
);
  reg [2:0] count;  
  always @(posedge clk or negedge rst_n) begin
    if (!rst_n) begin
      tick <= 1'b0;
      count <= 3'd0;
    end
    else if (timer_enb) begin
      if (count == 3'd4) begin
        tick <= 1'b1;       
        count <= 3'd0;
      end else begin
        tick <= 1'b0;
        count <= count + 1;
      end
    end else begin
      count <= 3'd0;
      tick <= 1'b0;
    end
  end
endmodule
module upcounter(
    input clk,
    input rst_n,
    input ce,
    input out_init,
    output [7:0] cout
);
    wire [3:0] lsb, msb;
    decimal_counter lsb_counter (
        .clk(clk),
        .rst_n(rst_n),
        .ce(ce),
        .load(out_init),
        .flag(1'b1),
        .din(4'd0),
        .q(lsb),
        .carry()
    );
    wire msb_tick = ce & ~out_init & (lsb == 4'd9);
    decimal_counter msb_counter (
        .clk(clk),
        .rst_n(rst_n),
        .ce(msb_tick),
        .load(out_init),
        .flag(1'b1),
        .din(4'd0),
        .q(msb),
        .carry()
    );
    assign cout = (msb * 8'd10) + lsb;
endmodule
--- flow/run.sh ---
#!/bin/bash
# OpenROAD 26Q1-2900-gdf79404cd8, Yosys 0.63+post, stock flow scripts
make -C /OpenROAD-flow-scripts/flow DESIGN_CONFIG=/design/flow/config.mk WORK_HOME=/design/flow/orfs finish
==> results_dict.tcl <==
# collected from the flow reports
set metrics [dict create \
    gp_congestion 0.850 \
    p_leak_nw 1.09 \
    cts_hold_repair.buffers 0 \
    grt_antenna_before_repair 0 \
    met2RoutedLength_um 1420 \
    worst_slack_setup_final_ns 0.153 \
    most_frequent_cell_on_the_critical_path "ha_1" \
    dieWidth_um 117 \
    grt_pass1_vias 1390 \
    cts_num_sinks 31 \
    finalSetupViolCount 0 \
    clock.latency.late_pin_ns 0.27 \
    grt_first_pass_wirelength_um 6070 \
    vdd.ir_drop.worst_mv 0.120 \
    final_layout_size_suffix_gt1_frac 0.105 \
    timing.final.hold_violations 0 \
    endpoint_required_time_on_the_critical_path_ns 3.11 \
    final_layout_top_logic_cells "dfrtp_1 (31), ha_1 (28), nor2_1 (19)" \
    layout_worst_path_cycle_share 0.947 \
    m1WireLength_um 1680 \
    post_synth_instance_area_mm2 0.00205 \
    clkSlewWorstSetupHoldPaths_ns 0.06 \
    whs_ns 0.347 \
    top_layer "met4" \
    layout.cells.most_common "dfrtp_1" \
    tritoncts "yes" \
    clock_tree.root_cell "clkbuf_8" \
    area_growth_syn_to_layout_pct 22.4 \
    residual_overflow_from_global_routing 0 \
    switching_power_summed_over_all_nets_mw 0.171 \
    critical_path.max_fanout 5 \
    critical_path.n_buffers_inverters 1 \
    setup.worst_path.start_class "register" \
    internal-power_mw 0.636 \
    synthArstFlopShare 1.00 \
    synth_top_flop_cell "dfrtp_1" \
    vias 1428 \
    synthDistinctLibCells 41 \
    share_clk_of_total_power 0.372 \
    rows 35 \
    grt.total_usage 0.0529 \
    cts_buffer_depth 2 \
    synthesis.yosys.warnings 4 \
    slew_headroom 0.569 \
    worstPathArrival_ns 2.96 \
    route.final.wire_length_um 3380 \
    finalSetupTns_ns 0 \
    total_of_cells_resized_after_clock_tree_synthesis 0 \
    rsz0062_at_grt "yes" \
    antenna_cells 0 \
    yosys_cells 204 \
    timing.critical_path.cells "ha_1 > ha_1 > fa_1 > nand2_2 > o311a_1 > nor3_4 > mux4_2 > inv_1" \
    met3WireLength_um 239 \
    initCoreUtil 0.223 \
    grt_max_degree 32 \
    detailedPlace.worstSlack_ns 0.128 \
    enable_flop_cells 0 \
    floorplan.core_area_mm2 0.00920 \
    slowest_stage "fa_1" \
    nFillCells 960 \
    warning_count 39 \
    worst_clock_skew_ns 0.00359 \
    setup.worst_path.end_class "register" \
    cts_buffers 5 \
    synth-seq-area-share 0.379 \
    cts_setup_buffers 0 \
    antenna_violating_nets_post_route 0 \
    vias_per_cell 4.20 \
    ctsHtreeMaxLevel 2 \
    min_period_ns 2.75 \
    port_buffers 17 \
    synthesized_netlist_cell_count 204 \
    drt-initial-drc-count 41 \
    drtPass1Iterations 4 \
    timing_max_transition_violations_final 0 \
    critical-path-top-delay-family "adder cells" \
    slowest_delay_ns 0.54 \
    fmax_mhz 364 \
    netSwitchingFraction 0.212 \
    powerDensity_mw_per_mm2 322 \
    worstSetupPathType "reg -> reg" \
    dp.final_hpwl_um 2540 \
    ys_chip_area_mm2 0.00205 \
    run_status "finished clean" \
    chipArea_mm2 0.0137 \
    floorplan.io_pins 18 \
    post-route-drc-count 0 \
    timing.max_cap.violations 0 \
    combinationalPowerShare 0.073 \
    wl_per_cell_um 9.94 \
    post_synthesis_mean_instance_area_um2 10.0 \
    synth.ff_latch_count 31 \
    die_y_um 117 \
    hp-class "reg -> reg" \
    power.share.sequential 0.554 \
    worst_pin_slew_ns 0.642 \
]
-- power groups by stage --
stage         clock network (mW)  logic, mW  registers (mW)
CTS                        0.314     0.0621           0.447
global route               0.337     0.0678           0.448
finish                     0.300     0.0592           0.447
-- flip-flops by register name (all words and copies together), names as in the netlist --
register / cells
u_sync.sync_ff2: 1
u_seg2.seg_value: 7
u_seg1.seg_value: 7
u_timer.tick: 1
u_counter.msb_counter.q: 4
u_sync.sync_out: 1
u_sync.out_init: 1
u_sync.prev_state: 1
u_timer.count: 3
u_sync.sync_ff1: 1
u_counter.lsb_counter.q: 4
-- stage by stage --
step                       util  instances  total power [mW]  area (um^2)
after floorplan               -        204             0.477         2050
after global placement    0.260        334             0.516         2390
after detailed placement  0.260        334             0.517         2390
after CTS                 0.268        340             0.823         2460
after global routing      0.272        340             0.853         2500
final                     0.272        340             0.807         2500
-- area by class of cell --
| class | count | area, um^2 | share of cell area |
|---|---|---|---|
| multi-input combinational | 151 | 1220 | 0.487 |
| sequential | 31 | 776 | 0.310 |
| timing repair buffer | 26 | 241 | 0.0964 |
| tap | 111 | 139 | 0.0554 |
| clock buffer | 6 | 72.6 | 0.0290 |
| inverter | 15 | 56.3 | 0.0225 |
-- synth_stat cells (all sizes together), types with 3 or more instances --
| master | number | area [um^2] |
|---|---|---|
| dfrtp | 31 | 776 |
| ha | 28 | 350 |
| nor2 | 19 | 71.3 |
| xnor2 | 19 | 166 |
| inv | 15 | 56.3 |
| a21oi | 12 | 63.8 |
| nand2 | 12 | 45.0 |
| nor3 | 8 | 45.0 |
| o21ai | 7 | 35.0 |
| clkbuf | 5 | 18.8 |
| mux2i | 4 | 40.0 |
| xor2 | 4 | 35.0 |
| nand3 | 3 | 15.0 |
-- final timing paths --
check | from | end | slack (ns) | depth (start not counted)
max in group asynchronous | rst_n | u_counter.lsb_counter.q[1] | 1.91 | 2
min in group asynchronous | rst_n | u_seg2.seg_value[0] | 0.71 | 2
hold reg to reg | u_sync.sync_ff1 | u_sync.sync_ff2 | 0.35 | 0
hold / removal | u_sync.sync_ff1 | u_sync.sync_ff2 | 0.35 | 0
setup / recovery | u_counter.msb_counter.q[1] | u_seg2.seg_value[3] | 0.15 | 8
setup reg to reg | u_counter.msb_counter.q[1] | u_seg2.seg_value[3] | 0.15 | 8
-- worst reg2reg max path, delay by kind of cell, from the launching register on --
kind,cells,cell delay (ns)
fa+ha+maj,3,1.07
compound gates,1,0.34
mux,1,0.53
buf+inv,1,0.06
flops,1,0.38
simple gates,2,0.31
-- routing by layer --
| metal | global-route usage | up-vias |
|---|---|---|
| met5 | 0 | - |
| met1 | 0.0718 | 653 |
| li1 | - | 746 |
| met4 | 0.00659 | 0 |
| met2 | 0.0851 | 24 |
| met3 | 0.0144 | 5 |
-- kinds of logic after synthesis --
logic type | Yosys count | share of synthesized area
compound gates | 32 | 0.100
xor+xnor | 23 | 0.0984
fa+ha+maj | 30 | 0.191
buf+inv | 22 | 0.0440
flops | 31 | 0.379
mux | 7 | 0.0416
simple gates | 59 | 0.146
No activity file was given, so power comes from the tool's default toggle rates.
