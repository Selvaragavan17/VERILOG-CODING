File: design.v
module APB_Memory (Pclk, Prst, Paddr, Pselx, Penable, Pwrite, Pwdata, Pready, Pslverr, Prdata, temp);
  input Pclk;
  input Prst;
  input [31:0] Paddr;
  input Pselx;
  input Penable;
  input Pwrite;
  input [31:0] Pwdata;
  output reg Pready;
  output reg Pslverr;
  output reg [31:0]Prdata;
  output reg [31:0] temp;  
  reg [31:0] mem [31:0];  
  parameter [1:0] idle=2'b00;
  parameter [1:0] setup=2'b01;
  parameter [1:0] access=2'b10;
  reg [1:0] present_state, next_state;
	always@(posedge Pclk or negedge Prst)  
      begin
        if (Prst==0) begin
          present_state <= idle;
          next_state <=present_state;
        end
        else
          present_state <= next_state;
      end
  always @(posedge Pclk) begin
    case (present_state)
      idle:begin
        if (Pselx & ! Penable)  
          next_state = setup;
      end
setup: begin
  if (Penable & Pselx)
    next_state = access;
  else
    next_state = idle;
end
access: begin
  Pready = 1;  
  if (Pwrite) begin
    mem[Paddr] = Pwdata;
    temp = mem[Paddr];
    Pslverr = 0;
  end else begin
    Prdata = mem[Paddr];
    temp = mem[Paddr];
    Pslverr = 0;
  end
  if (!Penable | !Pselx) begin
    next_state = idle;
    Pready = 0;
  end
end
    endcase
  end
endmodule
File: config.mk
export PLATFORM = sky130hd
export DESIGN_NAME = APB_Memory
export DESIGN_NICKNAME = APB_Memory
export VERILOG_FILES = /design/flow/design.v
export SDC_FILE = /design/flow/constraint.sdc
export NUM_CORES = 4
export LEC_CHECK = 1
export CORE_UTILIZATION = 40
File: run.sh
#!/bin/bash
# OpenROAD 26Q1-2900-gdf79404cd8, Yosys 0.63+post, stock flow scripts
make -C /OpenROAD-flow-scripts/flow DESIGN_CONFIG=/design/flow/config.mk WORK_HOME=/design/flow/orfs finish
File: constraint.sdc
current_design APB_Memory

set clk_period 74.4
set clk_io_pct 0.2

create_clock -name clk0 -period $clk_period [get_ports {Pclk}]

set non_clock_inputs [all_inputs -no_clocks]
set_input_delay [expr $clk_period * $clk_io_pct] -clock clk0 $non_clock_inputs
set_output_delay [expr $clk_period * $clk_io_pct] -clock clk0 [all_outputs]
==> results.txt <==
Run status = aborted with a tool error
YS warnings = 2
Post-synth EDFFs = 1091
Main synth FF type = sky130_fd_sc_hd__edfxtp_1
Number of distinct standard cells referenced by the synthesized netlist = 64
Synthesized registers = 1095
First logged error message = ERROR: Found 2 problems in 'check -assert'.
Step where the flow halted = synthesis (1_2_yosys)
Yosys Instances = 3788
Summed standard-cell area reported by yosys = 0.0541 sq mm
Ys async rst share = 0.183%
-- cell families after synthesis --
logic type               share of synthesized area, %
AND-OR/OR-AND                                    5.31
AND/OR/NAND/NOR                                  9.06
latches                                        0.0555
flip-flops                                       60.7
other                                         0.00693
multiplexers                                     21.6
buffers and inverters                            3.26
adder cells (fa/ha/maj)                        0.0925
-- Yosys cell counts, types with 4 or more instances --
library cell	count	area share, %
sky130_fd_sc_hd__edfxtp_1	1091	61
sky130_fd_sc_hd__mux2_2	1015	21
sky130_fd_sc_hd__and3_1	248	2.9
sky130_fd_sc_hd__clkbuf_1	200	1.4
sky130_fd_sc_hd__nand3_1	200	1.9
sky130_fd_sc_hd__buf_2	166	1.5
sky130_fd_sc_hd__a22oi_1	142	2.0
sky130_fd_sc_hd__nand2_1	130	0.90
sky130_fd_sc_hd__nand4_1	93	1.1
sky130_fd_sc_hd__a2111oi_0	77	1.2
sky130_fd_sc_hd__nor2_1	72	0.50
sky130_fd_sc_hd__a21oi_1	31	0.29
sky130_fd_sc_hd__mux2i_1	22	0.41
sky130_fd_sc_hd__nor3_1	20	0.19
sky130_fd_sc_hd__nor4_1	19	0.22
sky130_fd_sc_hd__a22o_1	16	0.26
sky130_fd_sc_hd__and3b_1	16	0.26
sky130_fd_sc_hd__nand3b_1	16	0.22
sky130_fd_sc_hd__o31ai_1	15	0.21
sky130_fd_sc_hd__o21ai_0	13	0.12
sky130_fd_sc_hd__a211oi_1	12	0.17
sky130_fd_sc_hd__a221oi_1	12	0.19
sky130_fd_sc_hd__o22a_1	12	0.19
sky130_fd_sc_hd__or4_1	10	0.14
sky130_fd_sc_hd__buf_1	9	0.062
sky130_fd_sc_hd__nor3b_1	9	0.12
sky130_fd_sc_hd__or3b_2	9	0.15
sky130_fd_sc_hd__a222oi_1	8	0.15
sky130_fd_sc_hd__buf_4	7	0.097
sky130_fd_sc_hd__inv_1	7	0.049
sky130_fd_sc_hd__o211ai_1	7	0.097
sky130_fd_sc_hd__and4_1	6	0.097
sky130_fd_sc_hd__buf_6	6	0.12
sky130_fd_sc_hd__nand2b_1	6	0.069
sky130_fd_sc_hd__nor2b_1	6	0.069
sky130_fd_sc_hd__nor2_2	5	0.058
sky130_fd_sc_hd__a31oi_1	4	0.046
sky130_fd_sc_hd__and2_1	4	0.046
sky130_fd_sc_hd__ha_1	4	0.093
sky130_fd_sc_hd__or3_1	4	0.046
