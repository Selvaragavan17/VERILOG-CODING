==> design.v <==
module fifo_sync
    #( parameter FIFO_DEPTH = 8,
	   parameter DATA_WIDTH = 8) 
	(input clk, 
     input rst_n,
     input cs,      
     input wr_en, 
     input rd_en, 
     input [DATA_WIDTH-1:0] data_in, 
     output reg [DATA_WIDTH-1:0] data_out, 
	 output empty,
	 output full); 
  localparam FIFO_DEPTH_LOG = $clog2(FIFO_DEPTH); 
  reg [DATA_WIDTH-1:0] fifo [0:FIFO_DEPTH-1]; 
  reg [FIFO_DEPTH_LOG:0] write_pointer;
  reg [FIFO_DEPTH_LOG:0] read_pointer;
  always @(posedge clk or negedge rst_n) begin
      if(!rst_n)  
          write_pointer <= 0;
      else if (cs && wr_en && !full) begin
          fifo[write_pointer[FIFO_DEPTH_LOG-1:0]] <= data_in;
          write_pointer <= write_pointer + 1'b1;
      end
  end
  always @(posedge clk or negedge rst_n) begin
      if(!rst_n)
          read_pointer <= 0;
      else if (cs && rd_en && !empty) begin
          data_out <= fifo[read_pointer[FIFO_DEPTH_LOG-1:0]];
          read_pointer <= read_pointer + 1'b1;
      end
  end
  assign empty = (read_pointer == write_pointer);
  assign full  = (read_pointer == {~write_pointer[FIFO_DEPTH_LOG],
                                   write_pointer[FIFO_DEPTH_LOG-1:0]});
endmodule
==> run.sh <==
#!/bin/bash
# OpenROAD 26Q1-2900-gdf79404cd8, Yosys 0.63+post, stock flow scripts
make -C /OpenROAD-flow-scripts/flow DESIGN_CONFIG=/design/flow/config.mk WORK_HOME=/design/flow/orfs finish
==> config.mk <==
export PLATFORM = sky130hd
export DESIGN_NAME = fifo_sync
export DESIGN_NICKNAME = fifo_sync
export VERILOG_FILES = /design/flow/design.v
export SDC_FILE = /design/flow/constraint.sdc
export NUM_CORES = 4
export LEC_CHECK = 1
export CORE_UTILIZATION = 50
==> constraint.sdc <==
current_design fifo_sync

set clk_period 2.9
set clk_io_pct 0.2

create_clock -name clk0 -period $clk_period [get_ports {clk}]

set non_clock_inputs [all_inputs -no_clocks]
set_input_delay [expr $clk_period * $clk_io_pct] -clock clk0 $non_clock_inputs
set_output_delay [expr $clk_period * $clk_io_pct] -clock clk0 [all_outputs]
==> out/summary.json <==
{
  "status": {"value": "completed"},
  "worst_r2r_path_depth": {"value": 5},
  "min-delay-path-class": {"value": "input pin to async pin"},
  "criticalPathCategory": {"value": "register to primary output"},
  "layout_top_cells": {"value": "sky130_fd_sc_hd__edfxtp_1 (72), sky130_fd_sc_hd__clkdlybuf4s50_1 (22), sky130_fd_sc_hd__mux2_2 (14), sky130_fd_sc_hd__nand2_1 (12), sky130_fd_sc_hd__ha_1 (12)"},
  "area_growth_syn_to_layout": {"value": 15.44, "unit": "%"},
  "gr-total-overflow": {"value": 0},
  "edf_count": {"value": 72},
  "maxcap_viol_count": {"value": 0},
  "diodes": {"value": 0},
  "setup_violations": {"value": 0},
  "cts-root-buf": {"value": "sky130_fd_sc_hd__clkbuf_8"},
  "wl": {"value": 6039, "unit": "um"},
  "worst_path_max_delay_cell": {"value": "sky130_fd_sc_hd__clkdlybuf4s50_1"},
  "worst-r2r-setup-slack": {"value": 0.58, "unit": "ns"},
  "placeableCoreArea": {"value": 6314, "unit": "um^2"},
  "path_buffers": {"value": 1},
  "design.portCount": {"value": 23},
  "fin_tns_setup": {"value": 0, "unit": "ns"},
  "synthesis.area": {"value": 3249, "unit": "um^2"},
  "clock_sinks": {"value": 80},
  "viasPerCell": {"value": 5.689},
  "place.gp.congestion": {"value": 0.8339},
  "cts_htree_levels": {"value": 3},
  "critical_path.max_fanout": {"value": 5},
  "yosysWarnings": {"value": 2},
  "critical_path.startpoint_type": {"value": "register"},
  "synth_seq_share": {"value": 72.70, "unit": "%"},
  "dieWidth": {"value": 82.62, "unit": "um"},
  "nFillCells": {"value": 470},
  "period_used_share": {"value": 91.69, "unit": "%"},
  "dr.pass1.iters": {"value": 4},
  "port_buffers": {"value": 22},
  "timing.rr.end": {"value": "data_out[4]"},
  "grt_pass1_vias": {"value": 1864},
  "async_flop_share": {"value": 10.00, "unit": "%"},
  "die_y": {"value": 82.62, "unit": "um"},
  "synth_top_flop_cell": {"value": "sky130_fd_sc_hd__edfxtp_1"},
  "worst_clock_skew": {"value": 0.009491, "unit": "ns"},
  "worstSkewPairLatency": {"value": 0.34, "unit": "ns"},
  "track_usage": {"value": 21.78, "unit": "%"},
  "cpLargestDelayFamily": {"value": "simple AND/OR/NAND/NOR gates"},
  "row_count": {"value": 29},
  "timing.max_slew.rel_slack": {"value": 67.94, "unit": "%"},
  "numSynthFlops": {"value": 80},
  "synth.yosys.chip_area": {"value": 3249, "unit": "um^2"},
  "fmax": {"value": 376.1, "unit": "MHz"},
  "pin_count_of_the_biggest_net_entering_global_routing": {"value": 15},
  "log.warning_count": {"value": 33},
  "final_common_cell": {"value": "sky130_fd_sc_hd__edfxtp_1"},
  "cp_max_stage_delay": {"value": 0.46, "unit": "ns"},
  "worst_ir_drop_vdd": {"value": 0.5723, "unit": "mV"},
  "syn_inst": {"value": 197},
  "antenna_left": {"value": 0},
  "crit_chain": {"value": "xor2_1 > nor3_1 > and2_2 > clkdlybuf4s50_1"},
  "crit_path_end_kind": {"value": "primary output"},
  "tritoncts.num_buffers": {"value": 9},
  "tightestPinTransition": {"value": 0.4809, "unit": "ns"},
  "total_leakage_power": {"value": 1.298, "unit": "nW"},
  "grt_first_pass_wirelength": {"value": 9549, "unit": "um"},
  "route.detailed.wl_per_inst": {"value": 19.80, "unit": "um"},
  "pre_cts_slack": {"value": 0.3885, "unit": "ns"},
  "post_synth_num_cell_types": {"value": 33},
  "hold_ws": {"value": 0.4709, "unit": "ns"},
  "place_hpwl": {"value": 4288, "unit": "um"},
  "post-route-drc-count": {"value": 0},
  "first_iter_violations": {"value": 103},
  "tritoncts_clock_tree": {"value": "yes"},
  "data_required_critical_path": {"value": 2.32, "unit": "ns"},
  "number_of_buffers_on_the_longest_clock_path": {"value": 2},
  "regToRegStartpoint": {"value": "read_pointer[0]"},
  "finalWorstPathRequiredPeriod": {"value": 2.659, "unit": "ns"},
  "yosys_cells": {"value": 197},
  "chipArea": {"value": 6825, "unit": "um^2"},
  "timing.critical_path.arrival": {"value": 2.08, "unit": "ns"},
  "postCtsSetupBuffers": {"value": 0},
  "finalMaxSlewViolations": {"value": 0},
  "timing.final.hold_violations": {"value": 0},
  "clock_pin_slew_on_the_worst_setup_and_hold_paths": {"value": 0.08, "unit": "ns"},
  "grt_setup_unrepaired": {"value": "false"},
  "number_of_vias_in_the_routed_layout": {"value": 1735},
  "areal_power_density_over_the_cells": {"value": 908.4, "unit": "nW/um^2"},
  "synthesis.area_per_instance": {"value": 16.49, "unit": "um^2"},
  "cts_repair_resize_count": {"value": 0},
  "cts_hold_buffers_added": {"value": 0},
  "drive_gt1_share": {"value": 15.79, "unit": "%"},
  "floorplan_utilization": {"value": 51.47, "unit": "%"},
  "layout_setup_ws": {"value": 0.2411, "unit": "ns"},
  "initial_antenna_violation_count": {"value": 0}
}
-- sequential cells by signal (all words and copies together) (netlist names) --
register and flops:
data_out 8, fifo 64, read_pointer 4, write_pointer 4
-- stage by stage --
stage | util (%) | instance area (um^2) | power, W | cells
after global placement | 55.95 | 3532 | 0.002542 | 289
after CTS | 59.41 | 3751 | 0.003429 | 305
final | 59.41 | 3751 | 0.003407 | 305
after detailed placement | 55.95 | 3532 | 0.002557 | 289
after floorplan | - | 3249 | 0.002240 | 197
after global routing | 59.41 | 3751 | 0.003634 | 305
-- layout make-up --
cell class | instances | area [um^2] | area share, %
flip-flops and latches | 80 | 2362 | 62.98
multi-input cells | 100 | 808.3 | 21.55
repair buffers | 24 | 235.2 | 6.271
clock buffers | 9 | 123.9 | 3.302
well taps | 77 | 96.34 | 2.568
clock inverters | 7 | 95.09 | 2.535
inverters | 8 | 30.03 | 0.8005
-- per-layer routing --
| metal | global-route usage [%] | part of all wire, % | vias up |
|---|---|---|---|
| met5 | 4.167 | 0 | - |
| met4 | 3.103 | 0.51 | 0 |
| met3 | 14.05 | 11 | 2 |
| met2 | 28.02 | 42 | 84 |
| met1 | 34.77 | 46 | 827 |
| li1 | - | - | 822 |
-- synthesized netlist by cell type (all sizes together) (2+ instances only) --
library cell	n	share of area, %
nor2	6	0.69
edfxtp	72	67
inv	8	0.92
a41oi	5	1.3
dfrtp	8	6.2
xnor2	4	1.1
a221oi	6	1.6
and2	5	1.1
a21oi	3	0.46
mux2	14	4.9
a222oi	8	2.5
and3	8	1.6
nor4	2	0.38
clkbuf	3	0.35
buf	6	1.2
nand2	12	1.4
xor2	3	0.81
o21ai	5	0.77
ha	12	4.6
-- how the worst max path moves through the flow --
stage                     from     to  slack (ns)  cells after the start
finish        write_pointer[0]  empty        0.24                      4
global route  write_pointer[0]  empty        0.13                      4
CTS           write_pointer[0]  empty        0.22                      4
-- logic make-up (layout without fill, tap and decap cells) --
logic type	after synthesis	after routing	synth area share (%)
and+or+nand+nor	37	37	5.930
adders and majority gates	12	12	4.621
buffers and inverters	17	48	2.426
xor gates and xnor gates	7	7	1.887
AOI/OAI and AO/OA	29	29	7.277
DFF	80	80	72.70
muxes	15	15	5.160
-- worst register-to-register path, cell delays in order (launching register included) --
cell and delay (ns):
sky130_fd_sc_hd__dfrtp_1 0.46, sky130_fd_sc_hd__ha_1 0.25, sky130_fd_sc_hd__ha_1 0.31, sky130_fd_sc_hd__nor4_1 0.34
sky130_fd_sc_hd__nand2b_1 0.33, sky130_fd_sc_hd__mux2_2 0.39
-- report_power, final --
part	internal, W	total, W	switching (W)
Combinational	0.000456	0.00102	0.000565
Clock	0.000484	0.000862	0.000378
Sequential	0.00142	0.00152	0.000109
Total	0.00236	0.00341	0.00105
Power figures rest on the tool's default switching activity, not on a simulated workload.
